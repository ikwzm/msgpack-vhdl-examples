==> ./design.v <==
module Fib
(
  input  clk,
  input  reset,
  input signed [32-1 : 0] fib_n,
  output signed [64-1 : 0] fib_return,
  output  fib_busy,
  input  fib_req
);
  wire  clk_sig;
  wire  reset_sig;
  wire signed [32-1 : 0] fib_n_sig;
  reg signed [64-1 : 0] fib_return_sig = 0;
  reg  fib_busy_sig = 1'b1;
  wire  fib_req_sig;
  reg signed [32-1 : 0] fib_n_0000 = 0;
  reg signed [32-1 : 0] fib_n_local = 0;
  reg signed [64-1 : 0] fib_cur_0001 = 64'sh0000000000000000;
  reg signed [64-1 : 0] fib_next_0005 = 64'sh0000000000000001;
  reg signed [32-1 : 0] fib_i_0009 = 32'sh00000000;
  reg  binary_expr_00012 = 1'b0;
  reg signed [32-1 : 0] unary_expr_00015 = 0;
  reg signed [64-1 : 0] fib_tmp_0016 = 0;
  reg signed [64-1 : 0] binary_expr_00017 = 0;
  wire  fib_req_flag;
  reg  fib_req_local = 1'b0;
  wire  tmp_0001;
  localparam fib_method_IDLE = 32'd0;
  localparam fib_method_S_0000 = 32'd1;
  localparam fib_method_S_0001 = 32'd2;
  localparam fib_method_S_0002 = 32'd3;
  localparam fib_method_S_0005 = 32'd4;
  localparam fib_method_S_0006 = 32'd5;
  localparam fib_method_S_0007 = 32'd6;
  localparam fib_method_S_0008 = 32'd7;
  localparam fib_method_S_0009 = 32'd8;
  localparam fib_method_S_0010 = 32'd9;
  localparam fib_method_S_0011 = 32'd10;
  localparam fib_method_S_0012 = 32'd11;
  localparam fib_method_S_0014 = 32'd12;
  localparam fib_method_S_0015 = 32'd13;
  localparam fib_method_S_0016 = 32'd14;
  localparam fib_method_S_0017 = 32'd15;
  reg [31:0] fib_method = fib_method_IDLE;
  reg signed [32-1 : 0] fib_method_delay = 0;
  reg  fib_req_flag_d = 1'b0;
  wire  fib_req_flag_edge;
  wire  tmp_0002;
  wire  tmp_0003;
  wire  tmp_0004;
  wire  tmp_0005;
  wire  tmp_0006;
  wire  tmp_0007;
  wire  tmp_0008;
  wire  tmp_0009;
  wire  tmp_0010;
  wire  tmp_0011;
  wire signed [32-1 : 0] tmp_0012;
  wire  tmp_0013;
  wire signed [32-1 : 0] tmp_0014;
  wire signed [64-1 : 0] tmp_0015;
  assign clk_sig = clk;
  assign reset_sig = reset;
  assign fib_n_sig = fib_n;
  assign fib_return = fib_return_sig;
  always @(posedge clk) begin
    if(reset == 1'b1) begin
      fib_return_sig <= 0;
    end else begin
      if (fib_method == fib_method_S_0016) begin
        fib_return_sig <= fib_cur_0001;
      end
    end
  end
  assign fib_busy = fib_busy_sig;
  always @(posedge clk) begin
    if(reset == 1'b1) begin
      fib_busy_sig <= 1'b1;
    end else begin
      if (fib_method == fib_method_S_0000) begin
        fib_busy_sig <= 1'b0;
      end else if (fib_method == fib_method_S_0001) begin
        fib_busy_sig <= tmp_0005;
      end
    end
  end
  assign fib_req_sig = fib_req;
  assign tmp_0001 = fib_req_local | fib_req_sig;
  assign tmp_0002 = ~fib_req_flag_d;
  assign tmp_0003 = fib_req_flag & tmp_0002;
  assign tmp_0004 = fib_req_flag | fib_req_flag_d;
  assign tmp_0005 = fib_req_flag | fib_req_flag_d;
  assign tmp_0006 = binary_expr_00012 == 1'b1 ? 1'b1 : 1'b0;
  assign tmp_0007 = binary_expr_00012 == 1'b0 ? 1'b1 : 1'b0;
  assign tmp_0008 = fib_method != fib_method_S_0000 ? 1'b1 : 1'b0;
  assign tmp_0009 = fib_method != fib_method_S_0001 ? 1'b1 : 1'b0;
  assign tmp_0010 = tmp_0009 & fib_req_flag_edge;
  assign tmp_0011 = tmp_0008 & tmp_0010;
  assign tmp_0012 = fib_req_sig == 1'b1 ? fib_n_sig : fib_n_local;
  assign tmp_0013 = fib_i_0009 < fib_n_0000 ? 1'b1 : 1'b0;
  assign tmp_0014 = fib_i_0009 + 32'sh00000001;
  assign tmp_0015 = fib_next_0005 + fib_tmp_0016;
  always @(posedge clk) begin
    if(reset == 1'b1) begin
      fib_method <= fib_method_IDLE;
      fib_method_delay <= 32'h0;
    end else begin
      case (fib_method)
        fib_method_IDLE : begin
          fib_method <= fib_method_S_0000;
        end
        fib_method_S_0000 : begin
          fib_method <= fib_method_S_0001;
        end
        fib_method_S_0001 : begin
          if (tmp_0004 == 1'b1) begin
            fib_method <= fib_method_S_0002;
          end
        end
        fib_method_S_0002 : begin
          fib_method <= fib_method_S_0005;
        end
        fib_method_S_0005 : begin
          fib_method <= fib_method_S_0006;
        end
        fib_method_S_0006 : begin
          if (tmp_0006 == 1'b1) begin
            fib_method <= fib_method_S_0011;
          end else if (tmp_0007 == 1'b1) begin
            fib_method <= fib_method_S_0007;
          end
        end
        fib_method_S_0007 : begin
          fib_method <= fib_method_S_0016;
        end
        fib_method_S_0008 : begin
          fib_method <= fib_method_S_0009;
        end
        fib_method_S_0009 : begin
          fib_method <= fib_method_S_0010;
        end
        fib_method_S_0010 : begin
          fib_method <= fib_method_S_0005;
        end
        fib_method_S_0011 : begin
          fib_method <= fib_method_S_0012;
        end
        fib_method_S_0012 : begin
          fib_method <= fib_method_S_0014;
        end
        fib_method_S_0014 : begin
          fib_method <= fib_method_S_0015;
        end
        fib_method_S_0015 : begin
          fib_method <= fib_method_S_0008;
        end
        fib_method_S_0016 : begin
          fib_method <= fib_method_S_0000;
        end
        fib_method_S_0017 : begin
          fib_method <= fib_method_S_0000;
        end
      endcase
      fib_req_flag_d <= fib_req_flag;
      if(tmp_0008 & tmp_0010 == 1'b1) begin
        fib_method <= fib_method_S_0001;
      end
    end
  end
  always @(posedge clk) begin
    if(reset == 1'b1) begin
      fib_n_0000 <= 0;
    end else begin
      if (fib_method == fib_method_S_0001) begin
        fib_n_0000 <= tmp_0012;
      end
    end
  end
  always @(posedge clk) begin
    if(reset == 1'b1) begin
      fib_cur_0001 <= 64'sh0000000000000000;
    end else begin
      if (fib_method == fib_method_S_0002) begin
        fib_cur_0001 <= 64'sh0000000000000000;
      end else if (fib_method == fib_method_S_0012) begin
        fib_cur_0001 <= fib_next_0005;
      end
    end
  end
  always @(posedge clk) begin
    if(reset == 1'b1) begin
      fib_next_0005 <= 64'sh0000000000000001;
    end else begin
      if (fib_method == fib_method_S_0002) begin
        fib_next_0005 <= 64'sh0000000000000001;
      end else if (fib_method == fib_method_S_0014) begin
        fib_next_0005 <= binary_expr_00017;
      end
    end
  end
  always @(posedge clk) begin
    if(reset == 1'b1) begin
      fib_i_0009 <= 32'sh00000000;
    end else begin
      if (fib_method == fib_method_S_0002) begin
        fib_i_0009 <= 32'sh00000000;
      end else if (fib_method == fib_method_S_0009) begin
        fib_i_0009 <= unary_expr_00015;
      end
    end
  end
  always @(posedge clk) begin
    if(reset == 1'b1) begin
      binary_expr_00012 <= 1'b0;
    end else begin
      if (fib_method == fib_method_S_0005) begin
        binary_expr_00012 <= tmp_0013;
      end
    end
  end
  always @(posedge clk) begin
    if(reset == 1'b1) begin
      unary_expr_00015 <= 0;
    end else begin
      if (fib_method == fib_method_S_0008) begin
        unary_expr_00015 <= tmp_0014;
      end
    end
  end
  always @(posedge clk) begin
    if(reset == 1'b1) begin
      fib_tmp_0016 <= 0;
    end else begin
      if (fib_method == fib_method_S_0011) begin
        fib_tmp_0016 <= fib_cur_0001;
      end
    end
  end
  always @(posedge clk) begin
    if(reset == 1'b1) begin
      binary_expr_00017 <= 0;
    end else begin
      if (fib_method == fib_method_S_0012) begin
        binary_expr_00017 <= tmp_0015;
      end
    end
  end
  assign fib_req_flag = tmp_0001;
  assign fib_req_flag_edge = tmp_0003;
endmodule
==> ./run.sh <==
#!/bin/bash
# OpenROAD 26Q1-2900-gdf79404cd8, Yosys 0.63+post, stock flow scripts
make -C /OpenROAD-flow-scripts/flow DESIGN_CONFIG=/design/flow/config.mk WORK_HOME=/design/flow/orfs finish
==> ./config.mk <==
export PLATFORM = sky130hd
export DESIGN_NAME = Fib
export DESIGN_NICKNAME = Fib
export VERILOG_FILES = /design/flow/design.v
export SDC_FILE = /design/flow/constraint.sdc
export NUM_CORES = 4
export LEC_CHECK = 1
export CORE_UTILIZATION = 30
==> ./constraint.sdc <==
current_design Fib

set clk_period 15.3
set clk_io_pct 0.2

create_clock -name clk0 -period $clk_period [get_ports {clk}]

set non_clock_inputs [all_inputs -no_clocks]
set_input_delay [expr $clk_period * $clk_io_pct] -clock clk0 $non_clock_inputs
set_output_delay [expr $clk_period * $clk_io_pct] -clock clk0 [all_outputs]
==> run notes <==
run results: slowest stage delay, CP=about 0.68 ns, crit path DRT=around 16 ns, register share after synthesis=between 40% and 50%, vias in the first global route=between 15000 and 20000, commonest cells in the netlist=nand2_1, a21oi_1, dfxtp_1, unrepaired setup endpoints after global routing=no, peak fanout along the critical path=about 60, Main area contributors=dfxtp_1, nand2_1, a21oi_1, Ys Warns=1, flip-flops with a built-in enable=1, design area=22800 sq um, switching share of power=around 23%, hold slack=between 0.4 and 0.5 ns, clk ins delay skew pair=roughly 0.58 ns, Synth async-reset ratio=0%, most numerous cell in the Yosys netlist=nand2_1, DRC violations left=0, sequential share of power=a little under half, first-pass GRT wire length=about 84000 um, Unique masters post-synth=76, clk slew on worst S/H paths=0.06 ns, slowest CP cell=buf_4, worst min-delay path class=flip-flop to flip-flop, DRT Pass-1 Iters=5, placed instance area=21200 sq um, CTS tree=done, die height=about 260 um, Slew headroom=about two fifths, CTS Hold Bufs=0, combinational power share=4.1%, adder-cell share of the synthesized area=between 6 and 7%, post-synthesis chip area from yosys=19500 sq um, share of layout cells above drive strength 1=roughly 5.1%, CP cell instances=clkbuf_8 > clkinv_1 > nand2_4 > buf_4 > a21oi_1, fillcell total=6710, CTS Buf Count=approximately 48, final RePlAce weighted congestion=around 0.9, Post-DRT Antenna Nets=0, setup_tns=0 ns, Pwr Total=2.36 mW, IO buf count=~99, Pre-Place Util=30.3%, Setup-failing EPs final=0, Dominant flop cell=dfxtp_1, initial antenna violation count=0, area grow syn2layout=17.0%, post-synth top area share=a little over two fifths, Wirelength per Cell=between 10 and 15 um, vias per cell=between 4 and 5, CTS resizes=0, die width=around 260 um, CORE AREA=~64000 sq um, Core Rows=slightly above 90, Tmin final=4.76 ns, grt ovf=0, Pwr Density=a little over 100 nW/um^2, leakage power total=a little under 8 nW, Main logic family=simple AND/OR/NAND/NOR gates, post-synth top area cell=dfxtp_1, Worst Skew=~0.036 ns, pin count of the biggest net entering global routing=between 100 and 150, cells after synthesis=around 2500, ao+oa area frac=between 10% and 20%, Max clock buf depth=3, final slew viol count=0, cells in synth_stat.txt=between 2000 and 3000, Sw Pwr=roughly 540 uW, Buf/Inv on CP=3, slew at the pin closest to its max-slew limit=a little under 0.9 ns, clock group share of total power=about 49%, setup repair bufs after CTS=0, CP Launch Type=input port, Synth Area per Inst=7.70 sq um, # diodes=0, Fin. Hold Viols=0, MaxCap Viol Count=0, WL final=50500 um, Max VDD drop=about 0.056 mV, die area=about 66000 sq um, Root Driver=clkbuf_16, GRT Util Overall=between 10% and 20%, via count=about 17000, Worst EP arrival=slightly above 5 ns, kind of critical path=input port to flip-flop, Setup crit end kind=flip-flop, tool warnings=27, yosys simple share=between 20% and 30%, clk sink count=423, hpwl dp=between 30000 and 40000 um, Seq cells post-synth=423, fin crit share=31.1%, P_int=1.82 mW, depth of the CTS H-tree=2, drt initial violations=around 930, XOR Share, Synth=3.82%, Mux area share=less than 1%, run status=finished, final reports clean, crit-path leading delay family=buffers and inverters, Ports=roughly 100, Fmax=between 200 and 250 MHz, post-synthesis instance area=19500 sq um
[cell usage in the layout (no fill, tap or decap), types with 5 or more instances in the layout]
cell type / count
nand2_1: 761
a21oi_1: 451
dfxtp_1: 422
nor2_1: 98
clkdlybuf4s50_1: 98
ha_1: 95
nand3_1: 64
o21ai_0: 58
inv_1: 54
xnor2_1: 51
clkbuf_16: 48
a21o_1: 40
a211oi_1: 38
xor2_1: 34
nand4_1: 25
buf_4: 22
nor3_1: 18
clkbuf_8: 15
o21bai_1: 13
a22o_1: 13
nor2b_1: 12
and3_1: 12
nand2b_1: 11
clkbuf_1: 9
clkinv_2: 8
or3_1: 7
o211ai_1: 6
nor4_1: 5
a211o_1: 5
[per-stage QoR]
stage | setup WS, ns | std cells | utilization, %
floorplan | 10.86 | 2530 | -
global placement | 9.93 | 3357 | 32.9
detailed placement | 9.91 | 3357 | 32.9
CTS | 10.52 | 3445 | 35.4
global route | 10.35 | 3445 | 35.4
finish | 10.54 | 3445 | 35.4
[worst register-to-register path, stage by stage (launching register included)]
cell      delay (ns)
dfxtp_1         0.36
ha_1            0.25
fa_1            0.23
a21oi_1         0.09
nand4b_1        0.23
a211oi_1        0.49
o31ai_1         0.18
a21oi_1         0.53
o21ai_0         0.25
a21oi_1         0.43
a211oi_1        0.18
xnor2_1         0.16
a22o_1          0.20
[state kept, by name, summed over array words and instances (netlist names), 4 cells and up]
register / cells
fib_return_sig: 64
fib_tmp_0016: 64
binary_expr_00017: 64
fib_cur_0001: 64
fib_i_0009: 32
fib_n_0000: 32
unary_expr_00015: 32
fib_next_0005: 64
fib_method: 4
[per-layer routing]
layer	routed length [um]	track usage, %
met1	25000	23.6
met5	0	0
met3	2120	2.44
met2	22600	24.6
met4	812	2.43
[layout make-up]
cell class,instances,area (sq um),share of cell area (%)
sequential,423,8480,37.2
timing repair buffer,122,1180,5.18
inverter,55,206,0.906
multi-input combinational,1902,10300,45.0
tap,855,1070,4.69
clock inverter,17,166,0.730
clock buffer,71,1430,6.27
[power by group through the flow]
stage	Combinational, mW	Sequential (mW)	Clock, mW
after CTS	0.0975	1.12	1.18
after global routing	0.107	1.12	1.23
final	0.0960	1.12	1.15
[path summary, 6_finish.rpt]
check	cells past startpoint	slack (ns)	startpoint	to
setup reg to reg	12	11.62	fib_next_0005[0]$_SDFFE_PP1P_	binary_expr_00017[60]$_SDFFE_PP0P_
hold / removal	2	0.42	unary_expr_00015[24]$_SDFFE_PP0P_	fib_i_0009[24]$_SDFFE_PP0P_
hold reg to reg	2	0.42	unary_expr_00015[24]$_SDFFE_PP0P_	fib_i_0009[24]$_SDFFE_PP0P_
setup / recovery	5	10.54	reset	fib_cur_0001[41]$_SDFFE_PP0P_
[kinds of logic (layout without fill, tap and decap cells)]
kind of cell | Yosys count | in the layout
muxes | 2 | 2
buffers and inverters | 205 | 265
and+or+nand+nor | 1049 | 1049
xor gates and xnor gates | 85 | 85
adders and majority gates | 96 | 96
DFF | 423 | 423
AOI/OAI and AO/OA | 670 | 670
Power figures rest on the tool's default switching activity, not on a simulated workload.
