===== ./design.v =====
module fib(
	input __func_clock,
	input __func_reset,
	input __func_start,
	output reg __func_done,
	output reg __func_ready,
	input [31:0] __args_n,
	output reg [31:0] __func_result
);
reg [0:0] __sig_1;
reg [31:0] __sig_2;
reg [31:0] __sig_curr_03;
reg [31:0] __sig_i_02;
reg [31:0] __sig_next_01;
reg [31:0] __sig_4;
reg [31:0] __sig_5;
reg [0:0] __sig_exitcond;
reg [31:0] __sig_next_01_lcssa;
reg [31:0] __sig_curr_0_lcssa;
	reg [31:0] __sig_n;
localparam __state_fin_exec = 0;
localparam __state_start_req = 1;
localparam __state_start_wait = 2;
localparam __state_start_exec = 3;
localparam __state_1_exec = 4;
localparam __state_2_exec = 5;
localparam __state_3_exec = 6;
localparam __state_4_exec = 7;
localparam __state_5_exec = 8;
localparam __state_6_exec = 9;
localparam __state_7_exec = 10;
localparam __state_8_exec = 11;
localparam __state_9_exec = 12;
localparam __state_10_exec = 13;
localparam __state_11_exec = 14;
localparam __state_12_exec = 15;
localparam __state_13_exec = 16;
localparam __state_14_exec = 17;
localparam __state_15_exec = 18;
integer __state;
localparam __label_0 = 0;
localparam __label__lr_ph = 4;
localparam __label_3 = 6;
localparam __label___crit_edge_loopexit = 10;
localparam __label___crit_edge = 12;
integer __label_pre;
integer __label;
always @(posedge __func_clock or negedge __func_reset) begin
	if(!__func_reset) begin
		__state <= __state_start_req;
		__func_ready <= 1;
		__func_done <= 0;
	end else begin
	case(__state)
		__state_start_req: begin
			__state <= __state_start_wait;
		end
		__state_start_wait: begin
			if(__func_start) begin
				__state <= __state_start_exec;
				__func_ready <= 0;
				__func_done <= 0;
			__sig_n <= __args_n;
			end
		end
		__state_start_exec: begin
			__state <= __state_1_exec;
	__label_pre <= __label_0;
		end
		__state_1_exec: begin
			__state <= __state_2_exec;
		end
		__state_2_exec: begin
			__state <= __state_3_exec;
			__sig_1 <= ( $signed(__sig_n) > $signed((0)) );
			__sig_2 <= $signed(__sig_n) + $signed((-1));
		end
		__state_3_exec: begin
			__state <= (__sig_1)?__state_4_exec:__state_12_exec;
			__label <= __label_pre;
		end
		__state_4_exec: begin
			__state <= __state_5_exec;
			__label_pre <= __label__lr_ph;
		end
		__state_5_exec: begin
			__state <= __state_6_exec;
			__label <= __label_pre;
		end
		__state_6_exec: begin
			__state <= __state_7_exec;
			__label_pre <= __label_3;
		end
		__state_7_exec: begin
			__state <= __state_8_exec;
			case(__label)
				__label__lr_ph: __sig_curr_03 <= (0);
				__label_3: __sig_curr_03 <= __sig_next_01;
			endcase
			case(__label)
				__label__lr_ph: __sig_i_02 <= (0);
				__label_3: __sig_i_02 <= __sig_5;
			endcase
			case(__label)
				__label__lr_ph: __sig_next_01 <= (1);
				__label_3: __sig_next_01 <= __sig_4;
			endcase
		end
		__state_8_exec: begin
			__state <= __state_9_exec;
			__sig_4 <= $signed(__sig_curr_03) + $signed(__sig_next_01);
			__sig_5 <= $signed(__sig_i_02) + $signed((1));
			__sig_exitcond <= ( __sig_i_02 == __sig_2 );
		end
		__state_9_exec: begin
			__state <= (__sig_exitcond)?__state_10_exec:__state_6_exec;
			__label <= __label_pre;
		end
		__state_10_exec: begin
			__state <= __state_11_exec;
			__label_pre <= __label___crit_edge_loopexit;
		end
		__state_11_exec: begin
			__state <= __state_12_exec;
			__label <= __label_pre;
			case(__label)
				__label_3: __sig_next_01_lcssa <= __sig_next_01;
			endcase
		end
		__state_12_exec: begin
			__state <= __state_13_exec;
			__label_pre <= __label___crit_edge;
		end
		__state_13_exec: begin
			__state <= __state_14_exec;
			case(__label)
				__label_0: __sig_curr_0_lcssa <= (0);
				__label___crit_edge_loopexit: __sig_curr_0_lcssa <= __sig_next_01_lcssa;
			endcase
		end
		__state_14_exec: begin
			__state <= __state_fin_exec;
			__func_result <= $signed(__sig_curr_0_lcssa);
		end
		__state_15_exec: begin
			__state <= __state_fin_exec;
		end
		__state_fin_exec: begin
			__state <= __state_start_req;
			__func_ready <= 1;
			__func_done <= 1;
		end
	endcase
	end
end
endmodule
module fib_top(
	input system_clock,
	input system_reset,
	input __func_start,
	output __func_done,
	output __func_ready,
	input [31:0] __args_n,
	output [31:0] __func_result
);
wire fib__func_start;
wire fib__func_done;
wire fib__func_ready;
wire [31:0] fib__args_n;
wire [31:0] fib__func_result;
assign fib__func_start = __func_start;
assign __func_done = fib__func_done;
assign __func_ready = fib__func_ready;
assign fib__args_n = __args_n;
assign __func_result = fib__func_result;
fib u_fib(
	.__func_clock(system_clock),
	.__func_reset(system_reset),
	.__func_start(fib__func_start),
	.__func_done(fib__func_done),
	.__func_ready(fib__func_ready),
	.__args_n(fib__args_n),
	.__func_result(fib__func_result)
);
endmodule

===== ./run.sh =====
#!/bin/bash
# OpenROAD 26Q1-2900-gdf79404cd8, Yosys 0.63+post, stock flow scripts
make -C /OpenROAD-flow-scripts/flow DESIGN_CONFIG=/design/flow/config.mk WORK_HOME=/design/flow/orfs finish

===== ./config.mk =====
export PLATFORM = sky130hd
export DESIGN_NAME = fib_top
export DESIGN_NICKNAME = fib_top
export VERILOG_FILES = /design/flow/design.v
export SDC_FILE = /design/flow/constraint.sdc
export NUM_CORES = 4
export LEC_CHECK = 1
export CORE_UTILIZATION = 40

===== ./constraint.sdc =====
current_design fib_top

set clk_period 11.5
set clk_io_pct 0.2

create_clock -name clk0 -period $clk_period [get_ports {system_clock}]

set non_clock_inputs [all_inputs -no_clocks]
set_input_delay [expr $clk_period * $clk_io_pct] -clock clk0 $non_clock_inputs
set_output_delay [expr $clk_period * $clk_io_pct] -clock clk0 [all_outputs]

==> GITHUB_STEP_SUMMARY <==
## Synthesis and layout report

| Metric | Value |
|---|---|
| Synth Flop Type | edfxtp_1 |
| Final setup viols | 0 |
| Clock transition at path regs | 0.06 ns |
| Cell count in the Yosys report | 1020 |
| PortBufs | 68 |
| Leading area contributor after synthesis | edfxtp_1 |
| Max Clk Rate | 227 MHz |
| Minimum clock period | 4.40 ns |
| Hold WC Path Type | flip-flop to flip-flop |
| Synth area leaders | edfxtp_1 (66%), and2_1 (5.9%), xor2_1 (4.0%) |
| Synth Register Bits | 348 |
| DRC violations left | 0 |
| RD Place Congestion | 0.931 |
| Syn_area_per_cell | 14.5 um^2 |
| Total GRT Usage | 13.8% |
| Pwr/cell area | 148 nW/um^2 |
| CTS tree | built |
| P_leak | 6.87 nW |
| Drt initial violations | 445 |
| Final hold violations | 0 |
| Vias/cell | 4.94 |
| Sum of negative setup slack | 0 ns |
| Row cnt | 70 |
| Yosys warnings | 1 |
| Worst EP required | 11.65 ns |
| Max_cap viols | 0 |
| Cell Area, Synth | 14800 um^2 |
| Area Growth Syn to Fin | 16.5% |
| Die H | 195 um |
| Synth top area share | 66.4% |
| Router iterations before antenna repair | 5 |
| OpenROAD warning count | 25 |
| WL final | 23.5 mm |
| CTS Buffer Depth | 3 |
| Crit. End Element | flip-flop |
| Root Buffer | clkbuf_16 |
| Top cells by count | edfxtp_1 (328), and2_1 (141), xor2_1 (67) |
| Fp_density | 40.6% |
| Clock Skews | 0.0135 ns |
| Post-DRT Antenna Nets | 0 |
| Sw Share | 18.6% |
| DR WL/cell | 14.6 um |
| Vias in the first global route | 7747 |
| CP Launch Type | input pin |
| Diode count | 0 |
| Chip Width | 195 um |
| Peak VDD IR | 0.102 mV |
| Post-layout period usage | 38.2% |
| Status | finished clean |
| Core Util, Final | 47.3% |
| Hpwl dp | 15.3 mm |
| Ys async rst share | 5.75% |
| Sw power | 0.000475 W |
| Fin. max-slew vios | 0 |
| H-tree depth | 2 |
| Total CTS buffers | 39 |
| Register share after synthesis | 69.8% |
| Internal power | 0.00208 W |
| Die ar. | 37800 um^2 |
| Core area | 36500 um^2 |
| Vias | 7941 |
| Sequential power share | 53.6% |
| RSZ-0062 raised after global routing | false |
| Hold buffer count at CTS | 0 |
| Relative slew slack | 49.4% |
| Slew @ Worst Pin | 0.759 ns |
| Clock sink count | 348 |
| CP Max Fanout | 57 |
| Post-CTS Setup Bufs | 0 |
| Largest net degree at the start of global routing | 98 |
| IO Count | 69 |
| EDFF count, synth | 328 |
| CTS resizes | 0 |
| Global-route wire length before repair | 39.1 mm |
| Top-count cell post-synth | edfxtp_1 |
| Layout cell share with drive strength beyond 1 | 7.98% |
| Antenna violations before repair | 0 |
| Post-synthesis cell type count | 65 |
| Kind of critical path | input pin to flip-flop |
| Total gr overflow | 0 |
| Crit path arrival time | 4.55 ns |
| Clk latency late pin | 0.53 ns |
| Post-Synthesis Cells | 1020 |
| YS chip area | 14800 um^2 |
| Clock Power Share | 45.9% |
| Combinational group share of total power | 0.5% |
power groups by stage:
stage     sequential, W  combinational, W  clock (W)
4_1_cts         0.00137         0.0000137    0.00121
5_1_grt         0.00137         0.0000150    0.00126
6_report        0.00137         0.0000135    0.00117
state kept, by name, indices dropped and copies added (netlist names):
signal	cells
u_fib.__func_done	1
u_fib.__func_ready	1
u_fib.__func_result	32
u_fib.__label	3
u_fib.__label_pre	3
u_fib.__sig_1	1
u_fib.__sig_2	32
u_fib.__sig_4	32
u_fib.__sig_5	32
u_fib.__sig_curr_03	32
u_fib.__sig_curr_0_lcssa	32
u_fib.__sig_exitcond	1
u_fib.__sig_i_02	32
u_fib.__sig_n	32
u_fib.__sig_next_01	32
u_fib.__sig_next_01_lcssa	32
u_fib.__state	18
through the flow:
stage                     setup WS (ns)  hold WS, ns  instances  cell area (um^2)  total power [W]
final                              7.10        0.356       1608             17300          0.00255
after global routing               6.91        0.371       1608             17300          0.00264
after CTS                          7.05        0.362       1608             17300          0.00259
after detailed placement           6.50        0.339       1539             16100          0.00141
after global placement             6.53        0.346       1539             16100          0.00141
after floorplan                    6.41        0.331       1020             14800          0.00139
per-layer routing:
layer,share of wire [%],GRT usage (%)
met1,47,22.7
met2,45,19.9
met3,5.7,3.41
met4,2.9,3.76
met5,0,0
path summary, 6_finish.rpt:
kind	cells past startpoint	slack (ns)	endpoint	startpoint
max in group asynchronous	2	9.08	u_fib.__state[0]$_DFF_PN1_	system_reset
min in group asynchronous	2	2.14	u_fib.__state[14]$_DFF_PN0_	system_reset
setup reg to reg	8	8.58	u_fib.__sig_4[30]$_DFFE_PP_	u_fib.__sig_next_01[0]$_SDFFCE_PP1P_
hold reg to reg	0	0.36	u_fib.__state[12]$_DFF_PN0_	u_fib.__state[4]$_DFF_PN0_
setup / recovery	4	7.10	u_fib.__sig_curr_03[17]$_SDFFCE_PP0P_	system_reset
hold / removal	0	0.36	u_fib.__state[12]$_DFF_PN0_	u_fib.__state[4]$_DFF_PN0_
final cells by class:
class                      count  area, um^2
timing repair buffer          78         756
clock buffer                  52        1030
tap                          468         586
sequential                   348       10400
inverter                      13        48.8
clock inverter                17         174
fill                        3124       19200
multi-input combinational    632        4330
worst max-delay path, cell delays in order:
cell	delay, ns
clkdlybuf4s50_1	0.45
buf_4	0.30
and4b_4	0.72
buf_4	0.72
cell families after synthesis:
kind of cell             share of synthesized area [%]
XOR/XNOR                                          6.78
AND-OR/OR-AND                                     5.15
multiplexers                                     0.219
adder cells (fa/ha/maj)                           2.92
buffers and inverters                             1.05
flip-flops                                        69.8
AND/OR/NAND/NOR                                   14.1
placed cells by master, fill, tap and decap left out, drive strengths merged, types with 6 or more instances in the layout:
cell	n
a211oi	8
clkbuf	52
and2	141
a21oi	35
nor2	38
nand4	12
a21o	10
xnor2	47
and3	16
nor4	14
clkdlybuf4s50	68
nor3	20
nand2	61
o21ai	23
clkinv	10
ha	33
or3	6
inv	16
buf	10
nand2b	8
dfrtp	18
nand3	27
xor2	67
edfxtp	328
No activity file was given, so power comes from the tool's default toggle rates.
