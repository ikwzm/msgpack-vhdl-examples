[/design/flow/config.mk]
export PLATFORM = sky130hd
export DESIGN_NAME = Accumulator
export DESIGN_NICKNAME = Accumulator
export VERILOG_FILES = /design/flow/design.v
export SDC_FILE = /design/flow/constraint.sdc
export NUM_CORES = 4
export LEC_CHECK = 1
export CORE_UTILIZATION = 50
[/design/flow/constraint.sdc]
current_design Accumulator

set clk_period 7.0
set clk_io_pct 0.2

create_clock -name clk0 -period $clk_period [get_ports {clk}]

set non_clock_inputs [all_inputs -no_clocks]
set_input_delay [expr $clk_period * $clk_io_pct] -clock clk0 $non_clock_inputs
set_output_delay [expr $clk_period * $clk_io_pct] -clock clk0 [all_outputs]
[/design/flow/design.v]
module Accumulator
(
  input  clk,
  input  reset,
  input signed [32-1 : 0] reg_in,
  input  reg_we,
  output signed [32-1 : 0] reg_out,
  input signed [32-1 : 0] add_x,
  output signed [32-1 : 0] add_return,
  output  add_busy,
  input  add_req
);
  wire  clk_sig;
  wire  reset_sig;
  wire signed [32-1 : 0] reg_in_sig;
  wire  reg_we_sig;
  wire signed [32-1 : 0] reg_out_sig;
  wire signed [32-1 : 0] add_x_sig;
  reg signed [32-1 : 0] add_return_sig = 0;
  reg  add_busy_sig = 1'b1;
  wire  add_req_sig;
  reg signed [32-1 : 0] class_reg_0000 = 0;
  wire signed [32-1 : 0] class_reg_0000_mux;
  wire signed [32-1 : 0] tmp_0001;
  reg signed [32-1 : 0] add_x_0001 = 0;
  reg signed [32-1 : 0] add_x_local = 0;
  reg signed [32-1 : 0] binary_expr_00002 = 0;
  wire  add_req_flag;
  reg  add_req_local = 1'b0;
  wire  tmp_0002;
  localparam add_method_IDLE = 32'd0;
  localparam add_method_S_0000 = 32'd1;
  localparam add_method_S_0001 = 32'd2;
  localparam add_method_S_0002 = 32'd3;
  localparam add_method_S_0003 = 32'd4;
  localparam add_method_S_0004 = 32'd5;
  localparam add_method_S_0005 = 32'd6;
  reg [31:0] add_method = add_method_IDLE;
  reg signed [32-1 : 0] add_method_delay = 0;
  reg  add_req_flag_d = 1'b0;
  wire  add_req_flag_edge;
  wire  tmp_0003;
  wire  tmp_0004;
  wire  tmp_0005;
  wire  tmp_0006;
  wire  tmp_0007;
  wire  tmp_0008;
  wire  tmp_0009;
  wire  tmp_0010;
  wire signed [32-1 : 0] tmp_0011;
  wire signed [32-1 : 0] tmp_0012;
  assign clk_sig = clk;
  assign reset_sig = reset;
  assign reg_in_sig = reg_in;
  assign reg_we_sig = reg_we;
  assign reg_out = reg_out_sig;
  assign reg_out_sig = class_reg_0000;
  assign add_x_sig = add_x;
  assign add_return = add_return_sig;
  always @(posedge clk) begin
    if(reset == 1'b1) begin
      add_return_sig <= 0;
    end else begin
      if (add_method == add_method_S_0004) begin
        add_return_sig <= class_reg_0000;
      end
    end
  end
  assign add_busy = add_busy_sig;
  always @(posedge clk) begin
    if(reset == 1'b1) begin
      add_busy_sig <= 1'b1;
    end else begin
      if (add_method == add_method_S_0000) begin
        add_busy_sig <= 1'b0;
      end else if (add_method == add_method_S_0001) begin
        add_busy_sig <= tmp_0006;
      end
    end
  end
  assign add_req_sig = add_req;
  assign tmp_0001 = reg_we_sig == 1'b1 ? reg_in_sig : class_reg_0000;
  assign tmp_0002 = add_req_local | add_req_sig;
  assign tmp_0003 = ~add_req_flag_d;
  assign tmp_0004 = add_req_flag & tmp_0003;
  assign tmp_0005 = add_req_flag | add_req_flag_d;
  assign tmp_0006 = add_req_flag | add_req_flag_d;
  assign tmp_0007 = add_method != add_method_S_0000 ? 1'b1 : 1'b0;
  assign tmp_0008 = add_method != add_method_S_0001 ? 1'b1 : 1'b0;
  assign tmp_0009 = tmp_0008 & add_req_flag_edge;
  assign tmp_0010 = tmp_0007 & tmp_0009;
  assign tmp_0011 = add_req_sig == 1'b1 ? add_x_sig : add_x_local;
  assign tmp_0012 = class_reg_0000 + add_x_0001;
  always @(posedge clk) begin
    if(reset == 1'b1) begin
      add_method <= add_method_IDLE;
      add_method_delay <= 32'h0;
    end else begin
      case (add_method)
        add_method_IDLE : begin
          add_method <= add_method_S_0000;
        end
        add_method_S_0000 : begin
          add_method <= add_method_S_0001;
        end
        add_method_S_0001 : begin
          if (tmp_0005 == 1'b1) begin
            add_method <= add_method_S_0002;
          end
        end
        add_method_S_0002 : begin
          add_method <= add_method_S_0003;
        end
        add_method_S_0003 : begin
          add_method <= add_method_S_0004;
        end
        add_method_S_0004 : begin
          add_method <= add_method_S_0000;
        end
        add_method_S_0005 : begin
          add_method <= add_method_S_0000;
        end
      endcase
      add_req_flag_d <= add_req_flag;
      if(tmp_0007 & tmp_0009 == 1'b1) begin
        add_method <= add_method_S_0001;
      end
    end
  end
  always @(posedge clk) begin
    if(reset == 1'b1) begin
      class_reg_0000 <= 0;
    end else begin
      if (add_method == add_method_S_0003) begin
        class_reg_0000 <= binary_expr_00002;
      end else begin
        class_reg_0000 <= class_reg_0000_mux;
      end
    end
  end
  assign class_reg_0000_mux = tmp_0001;
  always @(posedge clk) begin
    if(reset == 1'b1) begin
      add_x_0001 <= 0;
    end else begin
      if (add_method == add_method_S_0001) begin
        add_x_0001 <= tmp_0011;
      end
    end
  end
  always @(posedge clk) begin
    if(reset == 1'b1) begin
      binary_expr_00002 <= 0;
    end else begin
      if (add_method == add_method_S_0002) begin
        binary_expr_00002 <= tmp_0012;
      end
    end
  end
  assign add_req_flag = tmp_0002;
  assign add_req_flag_edge = tmp_0004;
endmodule
[/design/flow/run.sh]
#!/bin/bash
# OpenROAD 26Q1-2900-gdf79404cd8, Yosys 0.63+post, stock flow scripts
make -C /OpenROAD-flow-scripts/flow DESIGN_CONFIG=/design/flow/config.mk WORK_HOME=/design/flow/orfs finish
==> results.txt <==
Implementation results.

The flow ran to the end, and the final reports show no timing, DRC or antenna violations. The area fraction in compound gates is 22.2%. The routed length per instance is 16.4 um. The synthesized chip area reported by yosys is 6860 sq um. The total CTS buffers is 17.

Per the synthesis report, the number of distinct cell types is 58. Looking at the reg2reg group, the worst path starts from class_reg_0000[0]. For reference, the post-synthesis area per instance comes to 8.05 sq um. Checking max transition, the worst relative margin is 43.9%. Buffers placed on the I/O ports in this run total 132.

The end point of the most critical hold path is binary_expr_00002[6]. The total negative slack for setup checks is 0 ns. For reference, the critical path cell chain is ha_1, fa_1, a21oi_1, o211ai_1, a211oi_1, o31ai_1, nand4_1, mux2i_1, a311o_1. The library cell used most frequently in the layout, excluding fill and tap cells, is sky130_fd_sc_hd__nand2_1.

The max-capacitance violation count is 0. The cell count of the worst hold path is 2. The biggest cell delay along the critical path is 0.53 ns. The total of cells resized after clock tree synthesis is 0. The type of element launching the critical path is a flop.

The depth of the CTS H-tree is 4. The number of antenna violations at the first check in global routing is 0. The power per standard cell area is 221 nW/um^2. Max fanout on the critical path was recorded as 4.

The total I/O pin count is 133. At the pin with the least slew margin, the transition time is 0.841 ns. Summed over all instances, the cell type with the most area after synthesis is sky130_fd_sc_hd__dfxtp_1. The arrival time of data at the worst endpoint is listed as 3.21 ns. The number of clock sinks is 133. Routability-driven placement finished with a final weighted congestion of 0.918. Clock tree synthesis selected as its root buffer the cell sky130_fd_sc_hd__clkbuf_16. The number of vias in the routed layout is 6500. Measured along the x axis, the die boundary spans 119 um. Ranking logic cells in the layout by count gives the top entries sky130_fd_sc_hd__nand2_1 (154), sky130_fd_sc_hd__dfxtp_1 (132), sky130_fd_sc_hd__clkdlybuf4s50_1 (130). Static timing analysis puts the maximum clock frequency at 342 MHz. The post-synthesis async set-or-reset flop share is 0%. The number of endpoints with negative hold slack in the final report is 0.

The core footprint is 13300 sq um. The final critical-path required period is 2.92 ns. The kind of cell adding the most delay to the critical path is AND-OR/OR-AND gates. In this run the register-to-register setup slack is 4.08 ns. Per the OpenROAD floorplan log, the area of the die is 14200 sq um. The critical setup path kind is reg2reg. Per the log, the first TritonRoute iteration ended with a DRC count of 445. Dividing the detail-routed via count by the number of cells gives 5.72. The worst path meets setup with 4.08 ns of slack. The type recorded for the worst min-delay path is reg2reg. The global-route usage over all layers is 27.6%.

The reg-to-reg critical path endpoint is binary_expr_00002[24]. After technology mapping, the gate count stands at 852. The number of hold buffers added after cts is 0. Per the GRT congestion report, total overflow comes to 0. In the post-route report, total wirelength is listed as 18600 um.

Grouping non-sequential cells by family puts the most area in AND-OR/OR-AND gates. The final setup violation count is 0. The clock reaches the later pin of the worst-skew pair after 0.41 ns.

Sorting the synthesized cells by area gives the leading types as sky130_fd_sc_hd__dfxtp_1 (39%), sky130_fd_sc_hd__nand2_1 (8.5%), sky130_fd_sc_hd__a21oi_1 (8.4%). Max-slew check failures listed in the final report amount to 0. The number of flops mapped to enable cells by yosys is 1.

The number of cell rows is 42. The sequential area share after synthesis is 39.0%. The worst VDD IR drop from the latest analysis is 0.273 mV. The number of search-and-repair iterations in the first detailed-routing pass is 5. The detail route stage leaves a number of antenna-violating nets equal to 0. For this design, the slowest cell found on the critical path is sky130_fd_sc_hd__a211oi_1.

The largest clock skew in the final design is 0.00769 ns. The total tool warning count is 26. The area share of xor/xnor cells in the synthesized design is 2.30%. The script extracted a total leakage power of 0.00339 uW. Timing analysis after detailed placement gives a worst setup slack of 3.65 ns. The synthesis report names the predominant flop master as sky130_fd_sc_hd__dfxtp_1.

Setup repair after global routing left no endpoint under its margin. The count of unresolved DRC violations after routing is 0. The registers of the reported paths see a clock transition of 0.06 ns. The detailed placer reported the number of placed instances as 1107. The first-pass GRT wire length is 30400 um. The number of standard cells reported by yosys is 852. Cells with a size suffix above 1 make up 5.10% of the layout. Per the hold report, the tightest min-delay path originates at binary_expr_00002[6]. The die is 119 um tall. The share of the core area taken by cells at floorplan is 51.6%. Detailed placement ended at an HPWL of 12800 um. The share of cell area taken by muxes after synthesis is 4.96%. The via count of the first global-routing pass is 6025.

In this run the layout overhead on the synthesized area is reported as 27.4%. According to the timing report, the data required time at the worst endpoint equals 7.29 ns. The worst path buffer plus inverter count is 0. Per the synthesis report, the simple-gate share of the synthesized area is 21.0%. In this run the deepest clock path goes through 2 buffers. After Yosys synthesis, full adders, half adders and majority gates account for 5.95% of the synthesized area.

The number of diodes added for antenna fixing is 0. The maximum number of pins on one net before global-route repair is 66. Buffers added to address setup during post-CTS repair amount to 0. The count of yosys warnings during synthesis is 1. The sort of element at the end of the critical path is a flop. In this run the cell area of the synthesized design comes to 6860 sq um. The number of standard cells in the layout, taps in and fillers out is 1137. The number of cells on the worst reg-to-reg path is 9. The clock tree from TritonCTS is yes. The portion of synthesized cell area occupied by the leading cell type is 38.5%. The count of state elements after synthesis is 133. The ratio of final minimum period to clock period is 41.7%.
[area by class of cell]
class	count	area (sq um)
fill	1080	4560
multi-input combinational	650	3870
sequential	133	2670
timing repair buffer	142	1390
clock buffer	21	450
tap	176	220
clock inverter	9	105
inverter	6	22.5
[metal layers]
layer  part of all wire (%)  wire length, um  global-route usage [%]  vias up
met5                      0                0                       0        -
met2                     43             7980                    40.3      195
met1                     50             9330                    44.6     3039
li1                       -                -                       -     3255
met4                   0.90              167                    2.93        0
met3                    6.1             1140                    5.63       11
[worst register-to-register path, stage by stage (launching register included)]
cell,delay [ns]
sky130_fd_sc_hd__dfxtp_1,0.34
sky130_fd_sc_hd__ha_1,0.24
sky130_fd_sc_hd__fa_1,0.40
sky130_fd_sc_hd__a21oi_1,0.28
sky130_fd_sc_hd__o211ai_1,0.21
sky130_fd_sc_hd__a211oi_1,0.53
sky130_fd_sc_hd__o31ai_1,0.23
sky130_fd_sc_hd__nand4_1,0.16
sky130_fd_sc_hd__mux2i_1,0.09
sky130_fd_sc_hd__a311o_1,0.31
[report_power, final]
part | total, uW | switching (uW) | internal (uW)
Clock | 845 | 316 | 528
Sequential | 823 | 33.0 | 790
Combinational | 258 | 135 | 123
[through the flow]
| stage | instance area, sq um | power, uW | util, % | hold WS (ns) |
|---|---|---|---|---|
| 4_1_cts | 8730 | 1940 | 65.7 | 0.454 |
| 6_report | 8730 | 1930 | 65.7 | 0.450 |
| 5_1_grt | 8730 | 2010 | 65.7 | 0.470 |
| 2_1_floorplan | 6860 | 986 | - | 0.422 |
| 3_5_place_dp | 8180 | 1090 | 61.5 | 0.446 |
| 3_3_place_gp | 8180 | 1090 | 61.5 | 0.440 |
[kinds of logic (layout without fill, tap and decap cells)]
kind of cell | Yosys count | count (layout)
and+or+nand+nor | 319 | 319
AOI/OAI and AO/OA | 247 | 247
DFF | 133 | 133
buffers and inverters | 69 | 178
muxes | 34 | 34
adders and majority gates | 32 | 32
xor gates and xnor gates | 18 | 18
[worst max-delay path by stage]
stage | start | end | slack (ns) | depth (start not counted)
after global routing | class_reg_0000[0] | binary_expr_00002[30] | 3.89 | 9
final | class_reg_0000[0] | binary_expr_00002[24] | 4.08 | 9
after CTS | reset | binary_expr_00002[30] | 4.08 | 5
[cells in the mapped netlist, types with 6 or more instances]
cell and number:
sky130_fd_sc_hd__o211ai_1 8, sky130_fd_sc_hd__clkbuf_1 45, sky130_fd_sc_hd__nor3_1 11, sky130_fd_sc_hd__a21o_1 13
sky130_fd_sc_hd__buf_1 7, sky130_fd_sc_hd__o21ai_0 24, sky130_fd_sc_hd__mux2i_1 34, sky130_fd_sc_hd__inv_1 6
sky130_fd_sc_hd__dfxtp_1 132, sky130_fd_sc_hd__nor2_1 49, sky130_fd_sc_hd__nand4_1 9, sky130_fd_sc_hd__ha_1 31
sky130_fd_sc_hd__nand3_1 53, sky130_fd_sc_hd__xnor2_1 8, sky130_fd_sc_hd__a211oi_1 43, sky130_fd_sc_hd__a31oi_1 10
sky130_fd_sc_hd__a21oi_1 115, sky130_fd_sc_hd__or3_1 6, sky130_fd_sc_hd__xor2_1 10, sky130_fd_sc_hd__nand2_1 155
[sequential cells by signal, summed over array words and instances (netlist names)]
name,cells
add_return_sig,32
add_x_0001,32
binary_expr_00002,32
class_reg_0000,32
add_method,3
add_busy_sig,1
add_req_flag_d,1
Power is estimated from default activity; no workload was simulated.
